==> design.v <==
`timescale 1ns / 10ps
module regfile (
	clk,
	rst,
	wen,
	raddr1, 
	raddr2, 
	waddr, 
	wdata, 
	rdata1,
	rdata2
	);
	input clk;
	input rst;
	input wen;
	input [4-1:0] raddr1; 
	input [4-1:0] raddr2; 
	input [4-1:0] waddr; 
	input [16-1:0] wdata; 
	output [16-1:0] rdata1;
	output [16-1:0] rdata2;
	reg [16-1:0] regdata [0:16-1];
integer i;
	always@(posedge clk)
		begin
			if(rst)
				begin
					for (i=0; i<16; i=i+1)
					regdata[i] <=0;
					regdata[1] <=5; 
				end
			else
				regdata[waddr] <= ((wen == 1) && (waddr != 0)) ? wdata : regdata[waddr];
		end
	assign rdata1 = ((wen) && (waddr == raddr1) && (waddr != 0)) ? wdata : regdata[raddr1];
	assign rdata2 = ((wen) && (waddr == raddr2) && (waddr != 0)) ? wdata : regdata[raddr2];
endmodule 
==> run.sh <==
#!/bin/bash
# OpenROAD 26Q1-2900-gdf79404cd8, Yosys 0.63+post, stock flow scripts
make -C /OpenROAD-flow-scripts/flow DESIGN_CONFIG=/design/flow/config.mk WORK_HOME=/design/flow/orfs finish
==> config.mk <==
export PLATFORM = sky130hd
export DESIGN_NAME = regfile
export DESIGN_NICKNAME = regfile
export VERILOG_FILES = /design/flow/design.v
export SDC_FILE = /design/flow/constraint.sdc
export NUM_CORES = 4
export LEC_CHECK = 1
export CORE_UTILIZATION = 30
==> constraint.sdc <==
current_design regfile

set clk_period 8.8
set clk_io_pct 0.2

create_clock -name clk0 -period $clk_period [get_ports {clk}]

set non_clock_inputs [all_inputs -no_clocks]
set_input_delay [expr $clk_period * $clk_io_pct] -clock clk0 $non_clock_inputs
set_output_delay [expr $clk_period * $clk_io_pct] -clock clk0 [all_outputs]
==> changes_impl.md <==
### Changed

- Sink Count: 256
- Final min period: 6310 ps
- Placed cells: 1518
- TritonCTS Buffers: 27
- Slew @ Worst Pin: 1170 ps
- Post-Syn Area: 0.0141 sq mm
- Gate Count Post-Synth: 884
- Adder share: 0
- Antenna diode count: 0
- Initial antenna violation count: 1
- Fill cell count: 4339
- Required time of the worst setup path: 7040 ps
- Area fraction in mux cells: 0.297
- Total length of routed wires: 37800 microns
- Largest register by flop count: regdata
- Init Core Util: 0.304
- Slew Viols, Final: 0
- CTS root buffer: clkbuf_16
- Layout cell share with drive strength beyond 1: 0.265
- Final ANT Viol Nets: 0
- First-pass GRT wire length: 54700 microns
- Row count: 79
- CTS resizes: 0
- Setup TNS: 0 ps
- Min-delay src: rst
- Routability cong.: 0.841
- Sw power: 692 uW
- Register area: 0.00769 sq mm
- Input/output buffers: 62
- Fin crit share: 0.717
- Post-layout util: 0.350
- First drt pass iteration count: 6
- Vias in the first global route: 8473
- Clock share of power: 0.396
- Sw frac: 0.226
- Warnings from Yosys: 1
- Die height: 219 microns
- DR vias: 7789
- Setup crit start kind: primary input
- Syn Area/Cell: 16.0 sq um
- Final number of setup-violating endpoints: 0
- Critical Setup Path Class: primary input to primary output
- OpenROAD warnings: 25
- Hold Crit Endpoint: regdata[0][3]$_SDFFCE_PN0P_
- Die width: 219 microns
- Crit. End Element: primary output
- Top Ports: 63
- Largest net degree at the start of global routing: 41
- Die Area: 0.0480 sq mm
- Critical path data arrival time: 4550 ps
- Biggest regs: regdata x256
- # DRC: 0
- Sequential share of power: 0.473
- Pleak: 0.00568 uW
- Cell variety after synth: 22
- PD cells: 188 mW/mm^2
- Number of flops mapped to enable cells by yosys: 256
- Hold depth: 2
- Max FO, Critical Path: 32
- Max_cap viols: 0
- Reg clk slew, reported paths: 60 ps
- P_int: 2360 uW
- Status: completed
- Comb. cell area: 0.00610 sq mm
- Dominant flop cell: edfxtp_1
- FFs w/ async S/R, synth: 0
- Max reg flops: 256
- GRT Util Overall: 0.172
- Area Growth Syn to Fin: 15.2%
- Vias/cell: 4.97
- H-tree depth: 1
- Core area: 0.0466 sq mm
- Wire length per cell: 24.1 microns
- Compound-Gate Fraction of Synth Area: 0.00115
- Hold_buf cts: 0
- Max Clk Rate: 0.159 GHz
- Hold WC Path Type: primary input to flop
- Post-DP HPWL: 22200 microns
- Synthesized registers: 256
- CTS tree: built
- XOR/XNOR Area Share: 0.00495
- YS chip area: 0.0141 sq mm
- Combinational share of power: 0.131
- Ys cells: 884
- Final tally of hold violations: 0
- Fin cells: 1568
- Relative slew slack: 0.218
- Clock Path Buffers: 3
- Initial drt markers: 356
- Max IR drop VDD: 0.118 mV
- And+or+nand+nor area frac: 0.123
- RSZ-0062 raised after global routing: no
- Post-synth seq share: 0.544
- Grt ovf: 0
- Top logic family: multiplexers
- Setup bufs post-CTS: 0
==> cell type report <==
| type | instances | area share |
|---|---|---|
| Sequential cell | 256 | 0.472 |
| Multi-Input combinational cell | 564 | 0.374 |
| Timing Repair Buffer | 91 | 0.0499 |
| Tap cell | 607 | 0.0466 |
| Clock buffer | 32 | 0.0426 |
| Clock inverter | 18 | 0.0145 |
==> logic make-up after synthesis <==
group,after synthesis
AND-OR/OR-AND,1
XOR/XNOR,8
multiplexers,256
flip-flops,256
other,1
buffers and inverters,79
AND/OR/NAND/NOR,283
==> worst max-delay path by stage <==
stage,endpoint,startpoint,depth (start not counted)
6_report,rdata1[13],raddr1[0],7
5_1_grt,rdata1[12],raddr1[0],7
4_1_cts,rdata1[0],raddr1[0],7
==> critical path, stage by stage <==
cell and delay, ps:
buf_4 550, buf_4 580, mux4_2 560, mux2i_1 200, mux2i_1 170, mux2_2 300, clkdlybuf4s50_1 390
==> synth_stat cells, types with 2 or more instances <==
library cell,number,share of area
and2_1,238,0.11
buf_1,2,0.00053
buf_2,23,0.0081
buf_6,12,0.0096
clkbuf_1,42,0.011
edfxtp_1,256,0.54
mux2_2,32,0.025
mux2i_1,96,0.068
mux4_2,128,0.20
nand2_1,2,0.00053
nand2b_1,4,0.0018
nand3b_1,2,0.0011
nand4_1,2,0.00088
nor2_1,13,0.0035
nor2_2,2,0.00088
nor3_2,3,0.0021
or2_2,15,0.0066
xnor2_1,8,0.0050
==> power groups by stage <==
stage     combinational, uW  clock, uW  sequential, uW
4_1_cts                 407       1230            1450
5_1_grt                 429       1270            1460
6_report                401       1210            1450
==> through the flow <==
step	setup slack (ps)	instance area (sq um)	total power (uW)	hold slack, ps
after floorplan	3970	14200	1710	1940
after global placement	2420	15400	1880	2730
after detailed placement	2410	15400	1880	2720
after CTS	2410	16300	3080	2140
after global routing	2280	16300	3150	2160
final	2490	16300	3060	2140
==> metal layers <==
layer / share of wire / GRT usage / vias to the layer above / routed length (microns)
met5: 0.00024 / 0.00417 / - / 9
met4: 0.035 / 0.0507 / 2 / 1330
met1: 0.33 / 0.192 / 3835 / 12500
li1: - / - / 3491 / -
met3: 0.11 / 0.0793 / 75 / 4040
met2: 0.53 / 0.294 / 386 / 19900
==> placed cells by master (no fill, tap or decap) <==
cell | synthesis | final
conb_1 | 1 | 16
mux2_2 | 32 | 32
nor2b_1 | 1 | 1
xnor2_1 | 8 | 8
nor2_1 | 13 | 13
or2_2 | 15 | 15
nand4_1 | 2 | 2
clkinv_2 | 0 | 5
nor3_2 | 3 | 3
mux2i_1 | 96 | 96
nand3_1 | 1 | 1
nor2_2 | 2 | 2
clkinv_1 | 0 | 6
buf_2 | 23 | 4
and2_1 | 238 | 238
o41ai_2 | 1 | 1
mux4_2 | 128 | 128
clkbuf_1 | 42 | 5
clkdlybuf4s50_1 | 0 | 56
nand2b_1 | 4 | 4
inv_6 | 0 | 1
buf_4 | 0 | 31
nand3b_1 | 2 | 2
edfxtp_1 | 256 | 256
bufinv_16 | 0 | 6
clkbuf_16 | 0 | 27
nand2_1 | 2 | 2
Power figures rest on the tool's default switching activity, not on a simulated workload.
