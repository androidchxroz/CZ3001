`design.v`:
```
`timescale 1ns / 10ps
module ID_EXE_stage (
	input  clk,  
	input [16-1:0] rdata1_in,
	input [16-1:0] rdata2_in,
	input [16-1:0] imm_in,
	input [2:0] opcode_in,
	input [4-1:0]waddr_in, 
	output reg [16-1:0] rdata1_out,
	output reg [16-1:0] rdata2_out,
	output reg [16-1:0] imm_out,
	output reg [2:0] opcode_out,
	output reg[4-1:0]waddr_out
);
always @ (posedge clk) begin
		 begin
		waddr_out <= waddr_in;
		rdata1_out <= rdata1_in;
		rdata2_out <= rdata2_in;
		imm_out<=imm_in;
		opcode_out<=opcode_in;
	end
end
endmodule
```
`run.sh`:
```
#!/bin/bash
# OpenROAD 26Q1-2900-gdf79404cd8, Yosys 0.63+post, stock flow scripts
make -C /OpenROAD-flow-scripts/flow DESIGN_CONFIG=/design/flow/config.mk WORK_HOME=/design/flow/orfs finish
```
`constraint.sdc`:
```
current_design ID_EXE_stage

set clk_period 1.0
set clk_io_pct 0.2

create_clock -name clk0 -period $clk_period [get_ports {clk}]

set non_clock_inputs [all_inputs -no_clocks]
set_input_delay [expr $clk_period * $clk_io_pct] -clock clk0 $non_clock_inputs
set_output_delay [expr $clk_period * $clk_io_pct] -clock clk0 [all_outputs]
```
`config.mk`:
```
export PLATFORM = sky130hd
export DESIGN_NAME = ID_EXE_stage
export DESIGN_NICKNAME = ID_EXE_stage
export VERILOG_FILES = /design/flow/design.v
export SDC_FILE = /design/flow/constraint.sdc
export NUM_CORES = 4
export LEC_CHECK = 1
export CORE_AREA = 10 10 101 101
export DIE_AREA = 0 0 111 111
```
==> notes.md <==
Notes on the flow outputs.

- Setup repair after global routing left no endpoint under its margin.
- The master cell of the clock root buffer is sky130_fd_sc_hd__clkbuf_8.
- The area of the mapped netlist is 1100 µm².
- The number of global-route vias before repair came to 884.
- The die span in x is 111 µm.
- The per-cell routed wire length is 13.4 µm.
- The reported leakage power reads 0.949 nW.
- The final core area utilization is 26.6%.
- The run finished with clean final reports.
- The transition time at the pin with the least slew margin reads 0.0935 ns.
- The synthesized design spends more area on one cell type than any other, namely sky130_fd_sc_hd__dfxtp_1.
- The critical path's top delay family reads flip-flops.
- The number of buffers added by the clock tree synthesis step is 5.
- For this design, the slowest cell found on the critical path is sky130_fd_sc_hd__dfxtp_1.
- After its last routability iteration, the placer logged a weighted congestion of 0.714.
- The number of H-tree branching levels reads 2.
- The DRC violation total left in the routed layout is recorded as 0.
- The yosys stat cell total reads 55.
- The number of buffer and inverter instances along the worst setup path is 1.
- The via count reads 797.
- The synthesized netlist cell count is 55.
- Of the available clock period, the critical path in the final layout requires 92.3%.
- The total cell area reported by yosys after synthesis reads 1100 µm².
- The tally of max-capacitance violations reads 0.
- The smallest clock period supported by the final layout is computed as 0.923 ns.
- The count of endpoints failing hold in the final timing report reads 0.
- The number of standard-cell rows in the floorplan is 33.
- The number of enable flip-flop cells is 0.
- The via-per-instance ratio reads 2.87.
- Per the OpenROAD floorplan log, the area of the core is 8130 µm².
- OpenROAD emitted warnings numbering 25.
- Entering global routing, the biggest net connects 16 pins.
- The maximum clock frequency is 1080 MHz.
- The count of unique library cells instantiated by Yosys reads 1.
- The async set-reset flop share out of synthesis reads 0%.
- The endpoint required time on the critical path reads 0.80 ns.
- The cell total after placement is 270.
- By count the netlist is led by sky130_fd_sc_hd__dfxtp_1.
- The sink of the worst hold path is rdata2_out[5]$_DFF_P_.
- The power per standard cell area is 1820 nW/µm².
- After global routing the overflow that remains totals 0.
- The final layout report lists a filler cell count of 856.
- TritonCTS built the clock tree.
- The report gives the cell count of the worst hold path as 1.
- The cell resize tally after clock tree synthesis is 167.
- The yosys warning tally is 1.
- The commonest register cell is sky130_fd_sc_hd__dfxtp_1.
- The synthesis-to-layout area growth is 96.5%.
- For this run the top cell type by instance count after synthesis was sky130_fd_sc_hd__dfxtp_1.
- The non-filler instance count after layout reads 278.
- The global-route wire length before repair reads 5550 µm.
- The port buffer count is 110.
- After synthesis, the largest area contributor takes up 100% of total cell area.
- The final report lists the setup-violating endpoint count as 0.
- The count of clock tree sinks reads 55.
- The number of nets with antenna violations after routing is 0.
- The critical hold path startpoint is rdata2_in[5].
- The hold buffer count at cts reads 0.
- After clock tree synthesis, the clock-pin slew on the worst setup and hold paths is 0.09 ns.
- In this run, synthesis produced a sequential element count of 55.
- The data arrival time reported for the critical path is 0.72 ns.
- The classification of the worst-slack hold path reads primary input to flop.
- In the Yosys report, the sequential cells make up 100% of the chip area.
- The number of antenna repair diodes reads 0.
- The number of max-slew violations in the final report is 0.
- The overall routed net length is 3710 µm.
- The number of design-rule violations left by the first detailed-router iteration reads 5.
- Once the clock tree was built, the setup fixing pass inserted 0 buffers.
- The relative max-transition margin is 93.8%.
- The area enclosed by the die boundary is 12,300 µm².
- Ranked by total cell area, the synthesized netlist is headed by sky130_fd_sc_hd__dfxtp_1.
- The highest ir drop seen on vdd is 656 µV.
- The power consumption reads 3.93 mW.
- The multi-input combinational cell area is 0 µm².
- In the floorplan report the effective utilization is 13.5%.
- The peak per-stage delay on the critical path reads 0.31 ns.
- The average cell area after synthesis reads 20.0 µm².
- Looking at the clock tree report, the maximum root-to-sink buffer count equals 2.
- Pin placement for this block handled 111 I/O pins.
- The critical-path maximum fanout reads 1.
- The fraction of layout cells with a size suffix above 1 reads 38.2%.
- The smallest hold slack reads 0.335 ns.
- For this run, the detailed router's first-pass iteration total came to 2.
- The kind of launch point of the worst setup path is a flop.
- The vertical die dimension reported for this design is 111 µm.
- For this run, combinational gates with multiple inputs come to 0.
- Global routing consumed, over all layers together, 5.77% of the routing resources.
- The kind of critical path is flop to primary output.
- Walking the worst path, the cells encountered are buf_2.
- The endpoint class of the critical path reads a primary output.
- The initial antenna violation count was 0.
==> worst max-delay path by stage <==
stage                     startpoint        endpoint  slack, ns  cells past startpoint
CTS            rdata2_out[3]$_DFF_P_   rdata2_out[3]     0.0009                      1
global route  rdata2_out[10]$_DFF_P_  rdata2_out[10]      0.005                      1
finish         rdata1_out[9]$_DFF_P_   rdata1_out[9]       0.08                      1
==> power breakdown <==
group / internal (mW) / switching (mW) / total [mW]
sequential: 2.31 / 0.0215 / 2.33
clock: 0.633 / 0.658 / 1.29
combinational: 0.256 / 0.0515 / 0.307
total: 3.20 / 0.731 / 3.93
==> area by class of cell <==
cell class	count	area (µm²)	share of cell area (%)
Sequential cell	55	1110	51.1
Tap cell	105	131	6.07
Clock buffer	8	100	4.63
Timing Repair Buffer	110	826	38.2
==> layer usage <==
| layer | vias up | GRT usage, % | wire [µm] |
|---|---|---|---|
| met5 | - | 0 | 0 |
| met4 | 0 | 0.608 | 0 |
| met3 | 0 | 3.78 | 514 |
| met2 | 66 | 8.69 | 1650 |
| met1 | 333 | 6.98 | 1550 |
| li1 | 398 | - | - |
==> cells in the final DEF, fill, tap and decap left out <==
cell	n
sky130_fd_sc_hd__dfxtp_2	4
sky130_fd_sc_hd__buf_2	49
sky130_fd_sc_hd__dfxtp_1	51
sky130_fd_sc_hd__clkbuf_2	6
sky130_fd_sc_hd__clkbuf_8	7
sky130_fd_sc_hd__clkdlybuf4s50_1	55
sky130_fd_sc_hd__clkbuf_1	1
==> state kept, by name (all words and copies together) (netlist names) <==
name / flops
imm_out: 16
rdata2_out: 16
opcode_out: 3
waddr_out: 4
rdata1_out: 16
==> through the flow <==
step | cell area [µm²] | setup WS (ns) | TNS (ns)
finish | 2160 | 0.0766 | 0
detailed placement | 2330 | -0.0153 | -0.0175
floorplan | 1100 | 0.538 | 0
global placement | 2330 | -0.0148 | -0.0148
global route | 2160 | 0.00499 | 0
CTS | 2190 | 0.000950 | 0
==> logic make-up after synthesis <==
kind of cell and share of synthesized area [%]:
flops 100
Power figures rest on the tool's default switching activity, not on a simulated workload.
