==> design.v <==
`timescale 1ns / 10ps
module alu(
   a,    
   b,    
   op,    
   result,    
   zero
   );
   input [16-1:0] a, b;
   input [2:0] op;
	output reg zero;
   output reg [16-1:0] result;
always @(*)
begin
   case(op)
       4'b0000: result = a + b;
       4'b0001: result = a - b;
       4'b0010: result = a & b;
       4'b0011:  result = a ^ b;
       4'b0100: result = a << b;
       4'b0101: result = a >> b;
       4'b0110: result = a <= b;
       4'b0111: result = a * b;
   endcase
   zero = (a == b)? 1'b1 : 1'b0;
end
endmodule
==> run.sh <==
#!/bin/bash
# OpenROAD 26Q1-2900-gdf79404cd8, Yosys 0.63+post, stock flow scripts
make -C /OpenROAD-flow-scripts/flow DESIGN_CONFIG=/design/flow/config.mk WORK_HOME=/design/flow/orfs finish
==> config.mk <==
export PLATFORM = sky130hd
export DESIGN_NAME = alu
export DESIGN_NICKNAME = alu
export VERILOG_FILES = /design/flow/design.v
export SDC_FILE = /design/flow/constraint.sdc
export NUM_CORES = 4
export LEC_CHECK = 1
export CORE_UTILIZATION = 30
==> constraint.sdc <==
current_design alu

set clk_period 9.8
set clk_io_pct 0.2

create_clock -name clk0 -period $clk_period

set non_clock_inputs [all_inputs -no_clocks]
set_input_delay [expr $clk_period * $clk_io_pct] -clock clk0 $non_clock_inputs
set_output_delay [expr $clk_period * $clk_io_pct] -clock clk0 [all_outputs]
==> results_dict.tcl <==
# place-and-route summary
set metrics [dict create \
    status "finished, final reports clean" \
    power_density_mw_per_mm2 223 \
    synth_seq_share_pct 0 \
    warnings 48 \
    ys_types 75 \
    sequential_cell_area_sq_um 0 \
    gp_congestion 0.979 \
    synthTopCellsByArea "fa_1 (22%), ha_1 (13%), inv_1 (7.5%), nand2_1 (5.8%), nor2_1 (4.7%)" \
    die_w_um 161 \
    drt_iter0_drc 584 \
    pre_cts_ws_ps -184 \
    core_area_sq_mm 0.0245 \
    num_io_pins 52 \
    netlist_instances 1019 \
    area_growth_pct 22.2 \
    p_leak_nw 4.27 \
    routed_wl_mm 27.6 \
    grt.total_usage_pct 22.4 \
    cp-end-kind "primary output" \
    finalSetupViolations 0 \
    avgSynthCellArea_sq_um 7.42 \
    startpoint_type "input port" \
    grt.overflow.total 0 \
    period_minus_slack_ps 9610 \
    grt_pass1_vias 7293 \
    die_h_um 161 \
    antenna_found_initial 0 \
    holdPathStages 5 \
    vias 7521 \
    drive_gt1_share_pct 16.7 \
    yosys.area.top_type_share_pct 21.7 \
    maxSlewHeadroom_pct 54.5 \
    hold_path_end "result[9]" \
    ys_chip_area_sq_mm 0.00757 \
    flops 0 \
    synth_stat.cells 1019 \
    postRouteAntennaNets 0 \
    fp_util_pct 30.8 \
    period_used_pct 98.0 \
    power_mw 2.07 \
    dr.pass1.iters 5 \
    min_from "a[9]" \
    post_drt_wl_per_cell_um 19.1 \
    path_delay_family "adder cells" \
    crit_path_top_delay_cell "fa_1" \
    drt_drc_violations_left 0 \
    grt_pass1_wl_mm 42.9 \
    crit_chain "clkdlybuf4s50_1 -> buf_6 -> and2_1 -> fa_1 -> inv_1 -> fa_1 -> inv_1 -> ha_1 -> ha_1 -> inv_1 -> fa_1 -> fa_1 -> inv_1 -> ha_1 -> or2_4 -> o311a_4 -> o31a_1 -> buf_4 -> o21a_1 -> nor2_2 -> xnor2_2 -> a211oi_2 -> o21ai_1 -> clkdlybuf4s50_1" \
    path_depth 24 \
    cp_data_required_time_ps 7840 \
    maxCapViolCount 0 \
    cpPeakStageDelay_ps 540 \
    synthTopCellsByCount "inv_1 (152), nand2_1 (117), nor2_1 (95)" \
    hold_viol_final 0 \
    top_area_cell "fa_1" \
    critical_path_buf_inv_count 8 \
    io_buffer_count 52 \
    critical_path_class "in -> out" \
    dieArea_sq_mm 0.0259 \
    num_rows 57 \
    antenna_cells 0 \
    nClkBuffers 0 \
    crit_start "b[5]" \
    worstMarginPinSlew_ps 682 \
    grt_max_degree 34 \
    finalMaxSlewViolations 0 \
    cp_max_fo 8 \
    setup_ws_ps 193 \
    syn_area_sq_mm 0.00757 \
    routed_via_density 5.22 \
    synth.most_common_cell "inv_1" \
    place_hpwl_mm 22.8 \
    yosysWarnings 1 \
    cp.arrival_ps 7650 \
    clock.fmax_mhz 104 \
    hold_path_class "in -> out" \
    ir_worst_vdd_v 0.000311 \
]
report_power, final:
part	total (mW)	internal, mW	switching (mW)
sequential	0	0	0
clock	0	0	0
combinational	2.07	1.01	1.05
total	2.07	1.01	1.05
layer usage:
| metal | up-vias | GRT usage (%) | part of all wire, % |
|---|---|---|---|
| met5 | - | 0 | 0 |
| met4 | 0 | 4.33 | 2.4 |
| met3 | 41 | 7.22 | 10 |
| met2 | 354 | 32.2 | 43 |
| met1 | 3517 | 33.5 | 44 |
| li1 | 3609 | - | - |
layout make-up:
type | count | area, sq um
Fill cell | 2564 | 15300
Multi-Input combinational cell | 797 | 6850
Timing Repair Buffer | 162 | 1390
Inverter | 158 | 593
Tap cell | 324 | 405
metrics by stage:
stage	instance area, sq um	utilization, %	instances	hold slack (ps)	TNS (ps)
6_report	9250	37.7	1441	4990	0
5_1_grt	9250	37.7	1441	5060	-13.9
4_1_cts	9110	37.1	1438	5130	0
3_5_place_dp	8990	36.7	1436	5130	-686
3_3_place_gp	8990	36.7	1436	5140	-590
2_1_floorplan	7570	-	1019	4090	0
kinds of logic after synthesis:
kind of cell / synth area share (%)
XOR/XNOR: 4.98
buffers and inverters: 11.7
AND/OR/NAND/NOR: 19.9
adder cells (fa/ha/maj): 35.1
AND-OR/OR-AND: 20.1
multiplexers: 8.17
worst max-delay path by stage:
stage            end  slack, ps
4_1_cts   result[13]         10
5_1_grt   result[13]        -10
6_report  result[13]        190
cells in the final DEF, fill, tap and decap left out, types with 9 or more instances in the layout:
master	count
ha_1	74
o21ai_0	49
nand3_1	11
and2_1	32
mux4_2	14
nand2b_1	11
a21oi_1	49
a221oi_1	9
inv_1	149
mux2i_1	22
o21ai_1	13
xnor2_1	35
o21a_1	9
buf_4	101
a211oi_1	9
fa_1	79
nand2_1	116
nor2_1	93
nor3_1	12
clkdlybuf4s50_1	36
o211ai_1	9
repair_timing:
action | 4_1_cts | 5_1_grt
gates resized | 30 | 28
endpoints found under the setup margin | 6 | 6
pin swaps | 12 | 23
hold buffers | 0 | 0
hold endpoints to repair | 0 | 0
buffers inserted | 2 | 3
